### /design/flow/design.v
module CH3_VFD(
 RESETN, CLK,
 LCD_E, LCD_RS, LCD_RW,
 LCD_DATA
);
input RESETN, CLK;
output LCD_E, LCD_RS, LCD_RW;
output [7:0] LCD_DATA;
wire LCD_E;
reg LCD_RS, LCD_RW;
reg [7:0] LCD_DATA;
reg [2:0] STATE;
parameter DELAY = 3'b000,
			 FUNCTION_SET = 3'b001,
			 ENTRY_MODE = 3'b010,
			 DISP_ONOFF = 3'b011,
			 LINE1 = 3'b100,
			 LINE2 = 3'b101,
			 DELAY_T = 3'b110,
			 CLEAR_DISP = 3'b111;
integer CNT;
always @(posedge CLK)
begin
	 if (RESETN == 1'b0)
		STATE = DELAY;
	else
		begin
		 case (STATE)
			 DELAY :
				if (CNT == 70) STATE = FUNCTION_SET;
			 FUNCTION_SET :
				if (CNT == 30) STATE = DISP_ONOFF;
			 DISP_ONOFF :
				if (CNT == 30) STATE = ENTRY_MODE;
			 ENTRY_MODE :
				if (CNT == 30) STATE = LINE1;
			 LINE1 :
				if (CNT == 20) STATE = LINE2;
			 LINE2 :
				if (CNT == 20) STATE = DELAY_T;
			 DELAY_T :
				if (CNT == 400) STATE = CLEAR_DISP;
			 CLEAR_DISP :
				if (CNT == 200) STATE = LINE1;
			 default : STATE = DELAY;
		 endcase
	end
end
always @(posedge CLK)
begin
	 if (RESETN == 1'b0)
		CNT = 0;
	 else
		 begin
			 case (STATE)
				 DELAY :
					if (CNT >= 70) CNT = 0;
					else CNT = CNT + 1;
				 FUNCTION_SET :
					 if (CNT >= 30) CNT = 0;
					 else CNT = CNT + 1;
				 DISP_ONOFF :
					if (CNT >= 30) CNT = 0;
					else CNT = CNT + 1;
				 ENTRY_MODE :
					if (CNT >= 30) CNT = 0;
					else CNT = CNT + 1;
				 LINE1 :
					if (CNT >= 20) CNT = 0;
					else CNT = CNT + 1;
				 LINE2 :
					if (CNT >= 20) CNT = 0;
					else CNT = CNT + 1;
				 DELAY_T :
					if (CNT >= 400) CNT = 0;
					else CNT = CNT + 1;
				 CLEAR_DISP :
					if (CNT >= 200) CNT = 0;
					else CNT = CNT + 1;
				 default : CNT = 0;
			 endcase
	 end
end
always @(posedge CLK)
begin
	if (RESETN == 1'b0)
		begin
			 LCD_RS = 1'b1;
			 LCD_RW = 1'b1;
			 LCD_DATA = 8'b00000000;
		end
	else
		begin
			 case (STATE)
				 FUNCTION_SET :
					begin
					 LCD_RS = 1'b0;
					 LCD_RW = 1'b0;
					 LCD_DATA = 8'b00111100;
					end
				 DISP_ONOFF :
					begin
					 LCD_RS = 1'b0;
					 LCD_RW = 1'b0;
					 LCD_DATA = 8'b00001100;
					end
				 ENTRY_MODE :
					begin
					 LCD_RS = 1'b0;
					 LCD_RW = 1'b0;
					 LCD_DATA = 8'b00000110;
					end
				 LINE1 :
					begin
						 LCD_RW = 1'b0;
						case (CNT)
						 0 :
							begin
								LCD_RS = 1'b0;
								LCD_DATA = 8'b10000000;
							end
						 1 :
							begin
								 LCD_RS = 1'b1;
								 LCD_DATA = 8'b10011000;  
							end
						 2 :
							 begin
								LCD_RS = 1'b1;
								LCD_DATA = 8'b00100000;  
							 end
						 3 :
							 begin
								LCD_RS = 1'b1;
								LCD_DATA = 8'b00100000;  
							 end
						 4 :
							 begin
								LCD_RS = 1'b1;
								LCD_DATA = 8'b00100000;  
							 end
						 5 :
							 begin
								LCD_RS = 1'b1;
								LCD_DATA = 8'b01110011;  
							 end
						 6 :
							 begin
								LCD_RS = 1'b1;
								LCD_DATA = 8'b01100101;  
							 end
						 7 :
							 begin
								LCD_RS = 1'b1;
								LCD_DATA = 8'b01110100;  
							 end
						 8 :
							 begin
								LCD_RS = 1'b1;
								LCD_DATA = 8'b00100000;  
							 end
						 9 :
							 begin
								LCD_RS = 1'b1;
								LCD_DATA = 8'b01000001;  
							 end
						 10 :
							 begin
								LCD_RS = 1'b1;
								LCD_DATA = 8'b01101100;  
							 end
						 11 :
							 begin
								LCD_RS = 1'b1;
								LCD_DATA = 8'b01100001;  
							 end
						 12 :
							 begin
								LCD_RS = 1'b1;
								LCD_DATA = 8'b01110010;  
							 end
						 13 :
							 begin
								LCD_RS = 1'b1;
								LCD_DATA = 8'b01101101;  
							 end
						 14 :
							 begin
								LCD_RS = 1'b1;
								LCD_DATA = 8'b00100000;  
							 end
						 15 :
							 begin
								LCD_RS = 1'b1;
								LCD_DATA = 8'b00100000;  
							 end
						 16 :
							 begin
								LCD_RS = 1'b1;
								LCD_DATA = 8'b00100000;  
							 end
						 default :
							begin
								LCD_RS = 1'b1;
								LCD_DATA = 8'b00100000;
							end
						 endcase
					end
				LINE2 :
					begin
						LCD_RW = 1'b0;
						 case (CNT)
							0 :
							 begin
								LCD_RS = 1'b0;
								LCD_DATA = 8'b11000000;
							 end
							1 :
							 begin
								LCD_RS = 1'b1;
								LCD_DATA = 8'b00100000;  
							 end
							2 :
							 begin
								LCD_RS = 1'b1;
								LCD_DATA = 8'b01000001;  
							 end
							3 :
							 begin
								LCD_RS = 1'b1;
								LCD_DATA = 8'b01001101;  
							 end
							4 :
							 begin
								LCD_RS = 1'b1;
								LCD_DATA = 8'b00100000;  
							 end
							5 :
							 begin
								LCD_RS = 1'b1;
								LCD_DATA =  8'b00110001;  
							 end
							6 :
							 begin
								LCD_RS = 1'b1;
								LCD_DATA = 8'b00110001;  
							 end
							7 :
							 begin
								LCD_RS = 1'b1;
								LCD_DATA = 8'b00111010;  
							 end
							8 :
							 begin
								LCD_RS = 1'b1;
								LCD_DATA = 8'b01001111;  
							 end
							9 :
							 begin
								LCD_RS = 1'b1;
								LCD_DATA = 8'b01001111;  
							 end
							10 :
							 begin
								LCD_RS = 1'b1;
								LCD_DATA = 8'b00111010;  
							 end
							11 :
							 begin
								LCD_RS = 1'b1;
								LCD_DATA = 8'b01001111;  
							 end
							12 :
							 begin
								LCD_RS = 1'b1;
								LCD_DATA = 8'b01001111;  
							 end
							13 :
							 begin
								LCD_RS = 1'b1;
								LCD_DATA = 8'b00100000;  
							 end
							14 :
							 begin
								LCD_RS = 1'b1;
								LCD_DATA = 8'b00100000;  
							 end
							15 :
							 begin
								LCD_RS = 1'b1;
								LCD_DATA = 8'b00100000;  
							 end
							16 :
							 begin
								LCD_RS = 1'b1;
								LCD_DATA = 8'b00100000;  
							 end
							default :
							 begin
								LCD_RS = 1'b1;
								LCD_DATA = 8'b01100101;
							 end
						endcase
					end
			 DELAY_T :
				 begin
					LCD_RS = 1'b0;
					LCD_RW = 1'b0;
					LCD_DATA = 8'b00000010;
				 end
			 CLEAR_DISP : 
				 begin
					 LCD_RS = 1'b0;
					 LCD_RW = 1'b0;
					 LCD_DATA = 8'b00000001;
				 end
			 default :
				 begin
					 LCD_RS = 1'b1;
					 LCD_RW = 1'b1;
					 LCD_DATA = 8'b00000000;
				 end
			 endcase
			end
		end
assign LCD_E = CLK;
endmodule
### /design/flow/run.sh
#!/bin/bash
# OpenROAD 26Q1-2900-gdf79404cd8, Yosys 0.63+post, stock flow scripts
make -C /OpenROAD-flow-scripts/flow DESIGN_CONFIG=/design/flow/config.mk WORK_HOME=/design/flow/orfs finish
### /design/flow/config.mk
export PLATFORM = sky130hd
export DESIGN_NAME = CH3_VFD
export DESIGN_NICKNAME = CH3_VFD
export VERILOG_FILES = /design/flow/design.v
export SDC_FILE = /design/flow/constraint.sdc
export NUM_CORES = 4
export LEC_CHECK = 1
export CORE_UTILIZATION = 50
### /design/flow/constraint.sdc
current_design CH3_VFD

set clk_period 6.8
set clk_io_pct 0.2

create_clock -name clk0 -period $clk_period [get_ports {CLK}]

set non_clock_inputs [all_inputs -no_clocks]
set_input_delay [expr $clk_period * $clk_io_pct] -clock clk0 $non_clock_inputs
set_output_delay [expr $clk_period * $clk_io_pct] -clock clk0 [all_outputs]
==> results.ini <==
[run_status]
status=finished, final reports clean

[floorplan]
core_area_sq_mm=0.006061
dieArea_sq_mm=0.006774
ioPinCount=13
fp-row-count=28
fp_util_pct=53.20
dieHeight_um=82.31
die_x_um=82.31

[layout]
fin_util_pct=59.43
syn_to_final_growth_pct=11.72
final_layout_top_logic_cell=nor2_1
fillers=522
drive_above_1_share_pct=8.816
final_cell_mix=nor2_1, dfxtp_1, nand2_1, xor2_1, a21oi_1

[timing]
slew_viol_final=0
worstMarginPinSlew_ps=744.1
setup_viol=0
slew_headroom_pct=50.01
rsz0062_at_grt=false
finalHoldViolCount=0
tns_ps=0
fin_worst_skew_ps=7.549

[logic_synthesis]
ys_sh_adder_pct=3.104
ys_sh_mux_pct=0.9313
async_reset_ff_share_pct=0
logic_family=simple AND/OR/NAND/NOR gates
largest_area_cell=dfxtp_1
syn_area_per_cell_sq_um=8.310
edf_count=0
top_cells_by_area=dfxtp_1, nor2_1, xor2_1
synth.distinct_cells=53
ys_cells=388
synth_cells=388
numSynthFlops=67
yosys_area_sq_mm=0.003224
syn_area_sq_mm=0.003224
xor_area_share_pct=8.421
synth_seq_share_pct=41.60
synthSimpleGateAreaFrac_pct=27.24
ys_warn_count=1
aoi_share_pct=13.93
top_area_share_pct=41.60
synth-main-ff-cell=dfxtp_1

[detailed_routing]
drt-total-wl_mm=7.041
firstDrtPassIters=4
drtAntennaViolNets=0
via_count=2678
dr.first_iter.drc_count=233
viasPerCell=5.674
antenna_cells=0
avgRoutedWirePerCell_um=14.92
drc_errors=0

[hold_path]
hold_class=reg -> reg

[placed_design]
routabilityCongestion=0.9032
port-buffer-count=12
dp_hpwl_mm=4.975

[power_and_ir_drop]
ir_drop_uv=164.6
power.leakage_nw=1.310
powerDensity_mw_per_mm2=235.0

[global_route]
track_usage_pct=23.95
grt-ovfl-total=0
grt_pass1_wl_mm=11.74
grt_max_degree=38
antenna_found_initial=0
first_global_vias=2341

[clock_tree]
clk_latency_ps=440
cts_tree=built
cts_resized=0
cts_hold_buf=0
cts.clk_slew.worst_paths_ps=70
post_cts_buffers=0

[setup_path]
worstPathRequired_ps=5440
worstPathArrival_ps=4010
path_max_fanout=2
endpoint_kind=output pin
path_class=clk -> out
cp-start-kind=clock port

[run]
maxCapViolations=0
warnings=32

[metal layers]
layer	wire [um]	share of wire [%]	track usage [%]
met5	0	0	0
met4	38	0.54	3.509
met3	404	5.7	5.017
met2	2947	42	32.73
met1	3651	52	40.27
[power by group]
group / leakage, nW / switching, mW / internal (mW)
registers: 0.543 / 0.00706 / 0.403
clock network: 0.128 / 0.161 / 0.226
logic: 0.639 / 0.0308 / 0.0181
total: 1.31 / 0.199 / 0.647
[per-stage QoR]
stage | hold slack, ps | area (sq um) | cells | setup WS, ps | power (mW)
finish | 469.4 | 3602 | 472 | 1426 | 0.8466
global route | 491.0 | 3602 | 472 | 1400 | 0.8868
CTS | 476.3 | 3602 | 472 | 1414 | 0.8563
detailed placement | 465.9 | 3358 | 453 | 1673 | 0.4767
global placement | 461.4 | 3358 | 453 | 1673 | 0.4768
floorplan | 443.3 | 3224 | 388 | 1942 | 0.4622
[worst paths after layout]
| check | startpoint | endpoint | slack [ps] | cells past startpoint |
|---|---|---|---|---|
| setup / recovery | CLK | LCD_E | 1430 | 3 |
| hold reg to reg | STATE[0] | STATE[0] | 470 | 2 |
| setup reg to reg | CNT[23] | flip-flop | 3160 | 11 |
| hold / removal | STATE[0] | STATE[0] | 470 | 2 |
[layout make-up]
class	count	area [sq um]	area share (%)
sequential	67	1341	37.24
clock inverter	6	65.06	1.806
inverter	12	45.04	1.250
multi-input combinational	285	1743	48.38
tap	75	93.84	2.605
timing repair buffer	13	125.1	3.473
clock buffer	14	188.9	5.245
[worst max-delay path, stage by stage]
cell	delay, ps
clkbuf_8	110
clkbuf_8	120
clkdlybuf4s50_1	390
[synthesized netlist by cell type (all sizes together), types with 2 or more instances]
master	count
or4	4
clkbuf	16
and4	3
and2	6
nor2	68
nand2	33
nand4	8
nor3	16
a21oi	16
a211oi	2
inv	12
ha	8
nand3	15
xnor2	12
or2	3
o21ai	16
o21bai	2
a31oi	12
nor4	4
o31ai	2
a21o	2
a22oi	3
xor2	19
or3	5
nor4b	2
mux2i	3
buf	8
nand4b	3
dfxtp	67
or4b	2
and3	3
[cell families (layout without fill, tap and decap cells)]
logic type / count (synthesis) / in the layout
and+or+nand+nor: 177 / 177
muxes: 3 / 3
adders and majority gates: 8 / 8
buffers and inverters: 36 / 45
xor gates and xnor gates: 31 / 31
AOI/OAI and AO/OA: 66 / 66
DFF: 67 / 67
No activity file was given, so power comes from the tool's default toggle rates.
