==> design.v <==
module CH3_WATCH(
 RESETN, CLK,
 SEG_COM, SEG_DATA
);
input RESETN, CLK;
output [7:0] SEG_COM, SEG_DATA;
reg [7:0] SEG_COM;
wire [7:0] SEG_DATA;
integer CNT;
integer CNT_SCAN;
reg [6:0] HOUR, MIN, SEC;
wire [3:0] H10, H1, M10, M1, S10, S1;
reg [3:0] NUM;
reg SEG_DOT;
always @(posedge CLK)
begin
	if (~RESETN)
		CNT = 0;
	else
		begin
			if (CNT >= 999)
				CNT = 0;
			else
				CNT = CNT + 1;
	 end
end
always @(posedge CLK)
begin
	if (~RESETN)
	 SEC = 0;
	else
		begin
			 if (CNT == 999)
				begin
					if (SEC >= 59)
						SEC = 0;
					else
						SEC = SEC + 1;
				end
		end
end
always @(posedge CLK)
begin
	if (~RESETN)
		MIN = 0;
	else
		begin
			if ((CNT == 999) && (SEC == 59))
				begin
					if (MIN >= 59)
						MIN = 0;
					else
						MIN = MIN + 1;
				end
		end
end
always @(posedge CLK)
begin
	if (~RESETN)
		HOUR = 0;
	else
		begin
			if ((CNT == 999) && (SEC == 59) && (MIN == 59))
				begin
					if (HOUR >= 23)
						HOUR = 0;
					else
						HOUR = HOUR + 1;
				end
		end
end
always @(posedge CLK)
begin
	if (~RESETN)
		begin
		 SEG_DOT = 1'b0;
		 SEG_COM = 8'b00000000;
		 NUM = 0;
		 CNT_SCAN = 0;
		end
	else
		begin
			if (CNT_SCAN >= 5)
				CNT_SCAN = 0;
			else
				CNT_SCAN = CNT_SCAN + 1;
			case (CNT_SCAN)
				0 :
				 begin
					 NUM = H10;
					 SEG_DOT = 1'b0;
					 SEG_COM = 8'b01111111;
				 end
				1 :
				 begin
					 NUM = H1;
					 SEG_DOT = 1'b1;
					 SEG_COM = 8'b10111111;
				 end
				2 :
				 begin
					 NUM = M10;
					 SEG_DOT = 1'b0;
					 SEG_COM = 8'b11011111;
				 end
				3 :
				 begin
					 NUM = M1;
					 SEG_DOT = 1'b1;
					 SEG_COM = 8'b11101111;
				 end
				4 :
				 begin
					 NUM = S10;
					 SEG_DOT = 1'b0;
					 SEG_COM = 8'b11110111;
				 end
				5 :
				 begin
					 NUM = S1;
					 SEG_DOT = 1'b1;
					 SEG_COM = 8'b11111011;
				 end
				default :
				 begin
					 NUM = 0;
					 SEG_DOT = 1'b0;
					 SEG_COM = 8'b11111111;
				 end
				endcase
		end
end
CH3_WT_SEP S_SEP(SEC, S10, S1);
CH3_WT_SEP M_SEP(MIN, M10, M1);
CH3_WT_SEP H_SEP(HOUR, H10, H1);
CH3_WT_DECODER S_DECODE(NUM, SEG_DOT, SEG_DATA);
endmodule
module CH3_WT_DECODER(
 BCD, DOT,
 SEG_DATA
);
input [3:0] BCD;
input DOT;
output [7:0] SEG_DATA;
wire [7:0] SEG_DATA;
reg [6:0] BUFF;
always @(BCD)
begin
	case (BCD)
		 4'b0000 : BUFF = 7'b1111110;  
		 4'b0001 : BUFF = 7'b0110000;  
		 4'b0010 : BUFF = 7'b1101101;  
		 4'b0011 : BUFF = 7'b1111001;  
		 4'b0100 : BUFF = 7'b0110011;  
		 4'b0101 : BUFF = 7'b1011011;  
		 4'b0110 : BUFF = 7'b1011111;  
		 4'b0111 : BUFF = 7'b1110000;  
		 4'b1000 : BUFF = 7'b1111111;  
		 4'b1001 : BUFF = 7'b1111011;  
		 default : BUFF = 7'b0000000;  
	 endcase
end
assign SEG_DATA = { BUFF, DOT };
endmodule
module CH3_WT_SEP(
 NUMBER,
 SEP_A, SEP_B
);
input [6:0] NUMBER;
output [3:0] SEP_A, SEP_B;
reg [3:0] SEP_A, SEP_B;
always @(NUMBER)
begin
	if (NUMBER <= 9)
	 begin
		 SEP_A = 3'b000;
		 SEP_B = NUMBER[3:0];
	 end
	else if (NUMBER <= 19)
	 begin
		 SEP_A = 1;
		 SEP_B = NUMBER - 10;
	 end
	else if (NUMBER <= 29)
	 begin
		 SEP_A = 2;
		 SEP_B = NUMBER - 20;
	 end
	else if (NUMBER <= 39)
	 begin
		 SEP_A = 3;
		 SEP_B = NUMBER - 30;
	 end
	else if (NUMBER <= 49)
	 begin
		 SEP_A = 4;
		 SEP_B = NUMBER - 40;
	 end
	else if (NUMBER <= 59)
	 begin
		 SEP_A = 5;
		 SEP_B = NUMBER - 50;
	 end
	else if (NUMBER <= 69)
	 begin
		 SEP_A = 6;
		 SEP_B = NUMBER - 60;
	 end
	else if (NUMBER <= 79)
	 begin
		 SEP_A = 7;
		 SEP_B = NUMBER - 70;
	 end
	else if (NUMBER <= 89)
	begin
		 SEP_A = 8;
		 SEP_B = NUMBER - 80;
	 end
	else if (NUMBER <= 99)
	 begin
		 SEP_A = 9;
		 SEP_B = NUMBER - 90;
	 end
	else
	 begin
		 SEP_A = 0;
		 SEP_B = 0;
	 end
end
endmodule
==> run.sh <==
#!/bin/bash
# OpenROAD 26Q1-2900-gdf79404cd8, Yosys 0.63+post, stock flow scripts
make -C /OpenROAD-flow-scripts/flow DESIGN_CONFIG=/design/flow/config.mk WORK_HOME=/design/flow/orfs finish
==> config.mk <==
export PLATFORM = sky130hd
export DESIGN_NAME = CH3_WATCH
export DESIGN_NICKNAME = CH3_WATCH
export VERILOG_FILES = /design/flow/design.v
export SDC_FILE = /design/flow/constraint.sdc
export NUM_CORES = 4
export LEC_CHECK = 1
export CORE_UTILIZATION = 30
==> constraint.sdc <==
current_design CH3_WATCH

set clk_period 7.1
set clk_io_pct 0.2

create_clock -name clk0 -period $clk_period [get_ports {CLK}]

set non_clock_inputs [all_inputs -no_clocks]
set_input_delay [expr $clk_period * $clk_io_pct] -clock clk0 $non_clock_inputs
set_output_delay [expr $clk_period * $clk_io_pct] -clock clk0 [all_outputs]
==> flow_summary.ini <==
; generated from flow reports
[outcome]
outcome = completed

[global_route]
antenna_found_initial = 0
grt_use_met3 = 0.0225
globalRouteOverflowTotal = 0
grt_max_degree = 35
grt_pass1_wl_mm = 32.3
grt.busiest_layer = met2
gr-usage-met1 = 0.231
gr-usage-met2 = 0.237
grt_usage = 0.153
first_global_vias = 6445

[detailed_routing]
wirelength_mm = 19.0
firstDrtPassIters = 5
antenna_cells = 0
ant_nets = 0
drc = 0
viasPerCell = 5.42
wire_per_inst_microns = 14.7
drt_iter0_drc = 464
num_vias = 6979

[yosys]
ys_ff = 100
ys_cells = 976
synth_warnings = 3
synthDistinctLibCells = 84
ys.flop_type = dfxtp_1
ys_chip_area_sq_um = 7480
synthArstFlopShare = 0
synth_cells = 976
ys_seq_frac = 0.268
yosys-top-cells-area = dfxtp_1, nor2_1, ha_1, xor2_1, nand2_1
yosysTopAreaCellShare = 0.268
edf_count = 0
most_common_cell = nor2_1
largest_area_cell = dfxtp_1
syn_area_per_cell_sq_um = 7.66
synthTopCellsByCount = nor2_1, dfxtp_1, nand2_1, nand3_1, xor2_1
syn-cell-area_sq_um = 7480

[sta]
grt_setup_unrepaired = no
relSlewSlack = 0.426
setup_tns_ns = 0
post-route-min-period_ns = 4.19
hold_viol = 0
final.period_utilization = 0.590
final-max-slew-violation-count = 0
fmax_mhz = 239
tightest_slew_ns = 0.850
clock_skew_ns = 0.0115
setup_viol = 0

[job]
drv_cap = 0
warnings = 53

[placed_design]
port_buffers = 17
detailed_place_hpwl_mm = 13.8
place_congestion = 0.938

[setup_path]
crit_start = CNT_SCAN[0]
worstPathMaxFanout = 15
critPathBufInv = 1
cp-end-kind = register
max_stage_delay_ns = 0.68
criticalPathCategory = register to register
reg2reg_to = S_DECODE.BUFF[3]
crit_slowest_cell = nor4_2
rrSetupSlack_ns = 2.91
crit_path_start_kind = register
crit_chain = ha_1 > nand3_2 > nor4_2 > nand3_1 > xnor2_1 > nor3_4 > a31oi_1 > o21ai_0 > a22oi_1 > inv_1 > ha_1 > a211oi_1 > a31oi_1 > o21ai_1
r2r-start = CNT_SCAN[0]
cp_top_family = simple AND/OR/NAND/NOR gates
worstPathRequired_ns = 7.39
crit_arrival_ns = 4.48
r2r_cells = 14

[floorplanning]
ios = 18
rows = 57
core_area_sq_um = 24400
die_h_microns = 160
chipArea_sq_um = 25600
die_w_microns = 160
initial_core_util = 0.307

[cts]
cts_hold_buf = 0
cts_buffer_depth = 2
post_cts_resized = 0
cts.sinks = 100
numCtsBuffers = 9
cts_root_buffer = clkbuf_16
cts_tree = built
htree_levels = 3
clock_latency_ns = 0.36
clk_pin_slew_worst_paths_ns = 0.07
post-cts-setup-buffers = 0

[worst_hold_path]
hold_class = register to register
whs_path_depth = 1
hold_path.startpoint = CNT[0]
hold_end = CNT[0]

[pwr]
power.density_nw_per_um2 = 141
ir_drop_mv = 0.116
p_total_uw = 1150
p_leak_uw = 0.00289

[layout]
syn_to_final_growth_pct = 9.04
nFillCells = 2551
layout-drive-gt1-share = 0.0644
==> cells by family (layout without fill, tap and decap cells) <==
kind of cell / Yosys count / in the layout / share of synthesized area
fa+ha+maj: 40 / 40 / 0.0669
mux: 1 / 1 / 0.00134
compound gates: 238 / 238 / 0.225
simple gates: 436 / 436 / 0.301
flops: 100 / 100 / 0.268
xor+xnor: 76 / 76 / 0.0890
buf+inv: 85 / 72 / 0.0485
==> per-stage QoR <==
| stage | utilization | setup WS [ns] | hold slack (ns) | cell area (sq um) | instances |
|---|---|---|---|---|---|
| 2_1_floorplan | - | 3.68 | 0.418 | 7480 | 976 |
| 3_3_place_gp | 0.323 | 3.01 | 0.431 | 7870 | 1271 |
| 3_5_place_dp | 0.323 | 2.90 | 0.441 | 7870 | 1271 |
| 4_1_cts | 0.334 | 2.88 | 0.459 | 8150 | 1287 |
| 5_1_grt | 0.334 | 2.47 | 0.496 | 8150 | 1287 |
| 6_report | 0.334 | 2.91 | 0.452 | 8150 | 1287 |
==> sequential cells by signal (all words and copies together) (netlist names) <==
register and cells:
SEC 7, CNT_SCAN 32, S_DECODE.BUFF 7, CNT 32
HOUR 7, MIN 7, SEG_DOT 1, SEG_COM 7
==> layout by cell type, fill, tap and decap left out, types with 4 or more instances in the layout <==
cell,n
o31ai_1,4
buf_4,9
o21ai_0,35
a2111oi_0,4
a21o_1,11
nand4_1,19
a211o_1,5
clkbuf_16,9
nor2_1,137
dfxtp_1,100
a311oi_1,4
nor3_1,28
and4_1,12
and3_1,16
nand3_1,44
nand2b_1,10
o21a_1,4
nor2b_1,6
or3_1,6
o2bb2ai_1,4
xnor2_1,32
o2111ai_1,7
o211ai_1,15
a31oi_1,26
clkdlybuf4s50_1,17
nand2_1,79
o21ai_1,9
ha_1,40
xor2_1,44
a21oi_1,39
and2_1,26
inv_1,30
or3b_2,5
a41o_1,7
o311ai_0,4
a211oi_1,13
or2_2,8
nor4_1,15
==> layout make-up <==
cell class,count,area (sq um),share of cell area
clock buffer,9,225,0.0276
clock inverter,7,57.6,0.00706
tap,324,405,0.0497
inverter,30,113,0.0138
timing repair buffer,26,238,0.0292
sequential,100,2000,0.246
multi-input combinational,791,5110,0.627
==> worst register-to-register path, cell delays in order, from the launching register on <==
cell and delay (ns):
dfxtp_1 0.61, ha_1 0.40, nand3_2 0.21, nor4_2 0.68, nand3_1 0.18, xnor2_1 0.32
nor3_4 0.13, a31oi_1 0.14, o21ai_0 0.09, a22oi_1 0.49, inv_1 0.13, ha_1 0.34
a211oi_1 0.21, a31oi_1 0.06, o21ai_1 0.12
==> worst max path at each step <==
stage | to | slack, ns | cells past startpoint
global route | S_DECODE.BUFF[3] | 2.47 | 14
CTS | S_DECODE.BUFF[3] | 2.88 | 14
finish | S_DECODE.BUFF[3] | 2.91 | 14
==> routing by layer <==
metal  vias up  routed length (microns)
met2       219                     8380
met3        24                     1180
met5         -                        0
met4         0                      289
li1       3520                        -
met1      3216                     9120
==> power breakdown <==
| part | switching, uW | leakage, uW | internal (uW) |
|---|---|---|---|
| clock | 238 | 0.000135 | 244 |
| sequential | 9.80 | 0.000810 | 573 |
| combinational | 51.0 | 0.00195 | 36.5 |
Power and IR drop assume default switching activity.
