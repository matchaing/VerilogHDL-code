==> ./design.v <==
module CH3_PIEZO_EX(
 RESETN, CLK,
 KEY,
 PIEZO
);
input RESETN, CLK;
input [7:0] KEY;
output PIEZO;
reg BUFF;
integer CNT_SOUND;
integer LIMIT;
wire PIEZO;
always @(KEY)
begin
	case (KEY)
	 8'b10000000 : LIMIT = 190;  
	 8'b01000000 : LIMIT = 169;  
	 8'b00100000 : LIMIT = 151;  
	 8'b00010000 : LIMIT = 142;  
	 8'b00001000 : LIMIT = 127;  
	 8'b00000100 : LIMIT = 113;  
	 8'b00000010 : LIMIT = 100;  
	 8'b00000001 : LIMIT = 95;  
	 default : LIMIT = 0;
	endcase
end
always @(posedge CLK)
begin
	 if (~RESETN)
		begin
			BUFF = 1'b0;
			CNT_SOUND = 0;
		end
	 else
		 begin
			if (CNT_SOUND >= LIMIT)
				begin
				 CNT_SOUND = 0;
				 BUFF = ~ BUFF;
				end
			else
				CNT_SOUND = CNT_SOUND + 1;
	    end
end
assign PIEZO = BUFF;
endmodule
==> ./run.sh <==
#!/bin/bash
# OpenROAD 26Q1-2900-gdf79404cd8, Yosys 0.63+post, stock flow scripts
make -C /OpenROAD-flow-scripts/flow DESIGN_CONFIG=/design/flow/config.mk WORK_HOME=/design/flow/orfs finish
==> ./config.mk <==
export PLATFORM = sky130hd
export DESIGN_NAME = CH3_PIEZO_EX
export DESIGN_NICKNAME = CH3_PIEZO_EX
export VERILOG_FILES = /design/flow/design.v
export SDC_FILE = /design/flow/constraint.sdc
export NUM_CORES = 4
export LEC_CHECK = 1
export CORE_AREA = 10 10 104 104
export DIE_AREA = 0 0 114 114
==> ./constraint.sdc <==
current_design CH3_PIEZO_EX

set clk_period 4.4
set clk_io_pct 0.2

create_clock -name clk0 -period $clk_period [get_ports {CLK}]

set non_clock_inputs [all_inputs -no_clocks]
set_input_delay [expr $clk_period * $clk_io_pct] -clock clk0 $non_clock_inputs
set_output_delay [expr $clk_period * $clk_io_pct] -clock clk0 [all_outputs]
==> results.toml <==
# flow metrics
[status]
status = "finished clean"

[global_routing]
grtUsageTotal = 0.0624
grt_pass1_wl_um = 6820
first_global_vias = 1446
antenna_found_initial = 0
gr-total-overflow = 0
grt_max_degree = 33

[pwr]
switching_share = 0.219
p_comb_frac = 0.077
clock_power_share = 0.392
internal_power_uw = 445
p_per_area_nw_per_um2 = 254
seqPwrFrac = 0.531
ir_drop_mv = 0.104
p_leak_nw = 0.703
switchingPower_uw = 125

[synth]
async_flop_share = 0
synth_warnings = 1
yosysUniqueCellTypes = 33
numSynthFlops = 33
edf_count = 0
yosys-stat-area_um2 = 1950
synth_seq_share = 0.338
flop_cell = "dfxtp_1"
avgSynthCellArea_um2 = 8.10
syn-cell-area_um2 = 1950
yosys_cells = 241
synth_cells = 241

[final_layout]
syn_to_final_growth_pct = 14.7
layout_top_cell = "nor2_1"
most-common-layout-cells = "46 x nor2_1, 33 x dfxtp_1, 21 x xnor2_1"
finalInstanceArea_um2 = 2240
drive_above_1_share = 0.0680

[routing]
initialDrtViolationCount = 99
drcViolationCount = 0
vias_per_cell = 4.47
wl_met3_um = 140
vias = 1600
diodes = 0
routed-wl-met2_um = 1750
dr.max_layer_used = "met4"
firstDrtPassIters = 4
wl_per_cell_um = 11.0
wl_met1_um = 2010
routed_wl_um = 3940
drtAntennaViolNets = 0

[final_timing]
hold_violations = 0
finalSetupViolCount = 0
drv_slew = 0
fin_crit_sh = 0.848
timing.slew.headroom = 0.597
tns_ns = 0
fmax_mhz = 268
rsz0062_at_grt = "false"
finalCriticalPeriod_ns = 3.73
worst_pin_slew_ns = 0.601
clock_skew_ns = 0.00427

[critical_path]
r2r_slack_ns = 2.26
cp.required_ns = 4.61
reg2reg_depth = 8
critical_path.reg2reg.endpoint = "CNT_SOUND[11]"
r2r-start = "CNT_SOUND[0]"
worstSetupPathType = "in -> reg"
start_kind = "input port"
arrival_ns = 3.95
worstSetupEndpointType = "flip-flop"
crit_fanout = 32

[hold_path]
hold_path.class = "reg -> reg"
worstHoldStart = "CNT_SOUND[0]"
min_to = "CNT_SOUND[0]"
min_path_cells = 1

[place]
post_dp_cell_area_um2 = 2150
hpwlAfterDp_um = 2870
port-buffer-count = 10
gp_congestion = 0.836

[clocking]
cts_tree = "done"
clkTransAtPathRegs_ns = 0.06
clock_latency_ns = 0.28
htree_levels = 2
postCtsHoldBufs = 0
cts_buffers = 5
cts_buffer_depth = 2
cts_setup_buffers = 0
cts_resized = 0
clock-sinks = 33
root_buffer = "clkbuf_8"

[die]
die_w_um = 114
dieArea_um2 = 13000
coreArea_um2 = 8680
std_cell_rows = 34
die-height_um = 114
fp_util = 0.225
pin_count = 11

[run]
tool_warnings = 25
cap_violations = 0
Yosys cell counts (2+ instances only):
cell	instances	area (um^2)
o21ai_0	6	30.0
and4_2	3	30.0
nand2_1	15	56.3
nand4_2	3	37.5
nor3_1	10	50.1
xor2_1	15	131
o31ai_1	2	15.0
and3_1	3	18.8
a21oi_1	5	25.0
xnor2_1	21	184
clkbuf_1	8	30.0
ha_1	9	113
inv_1	7	26.3
dfxtp_1	33	661
nand4_1	9	56.3
and4_1	3	26.3
nor2_1	46	173
nand2b_1	3	18.8
nand3_1	14	70.1
nor4_1	13	81.3
power groups by stage:
stage | Sequential (mW) | Clock (mW) | Combinational, mW
finish | 0.303 | 0.223 | 0.0440
CTS | 0.303 | 0.233 | 0.0446
global route | 0.303 | 0.244 | 0.0506
cell families (layout without fill, tap and decap cells):
logic type,count (synthesis),in the layout,synth area share
simple gates,131,131,0.360
xor+xnor,36,36,0.162
flops,33,33,0.338
compound gates,16,16,0.0474
buf+inv,16,25,0.0346
fa+ha+maj,9,9,0.0577
state kept, by name, indices dropped and copies added, names as in the netlist:
register,cells
BUFF,1
CNT_SOUND,32
cell type report:
| cell class | instances | area [um^2] |
|---|---|---|
| clock buffer | 7 | 86.3 |
| fill | 906 | 6440 |
| inverter | 7 | 26.3 |
| multi-input combinational | 192 | 1220 |
| sequential | 33 | 661 |
| tap | 108 | 135 |
| timing repair buffer | 11 | 108 |
worst max-delay path: stages:
cell	delay, ns
clkdlybuf4s50_1	0.52
or4_1	0.66
nor4_1	0.31
nor2_1	0.08
ha_1	0.28
and3_1	0.19
and2_1	0.15
o31ai_1	0.39
nand3_2	0.10
buf_4	0.25
nor2_1	0.13
worst max path at each step:
stage / slack, ns / start / cells after the start / end
4_1_cts: 0.66 / KEY[1] / 11 / CNT_SOUND[25]
5_1_grt: 0.37 / KEY[1] / 11 / CNT_SOUND[5]
6_report: 0.67 / KEY[1] / 11 / CNT_SOUND[11]
layer usage:
layer,vias up,global-route usage
met5,-,0
met4,0,0.00668
met3,2,0.0207
met2,16,0.0957
met1,712,0.0866
li1,870,-
through the flow:
step / util / setup WS (ns) / cells / hold slack, ns / total power, mW
floorplan: - / 0.935 / 241 / 0.463 / 0.337
global placement: 0.248 / 0.466 / 351 / 0.526 / 0.353
detailed placement: 0.248 / 0.363 / 351 / 0.529 / 0.354
CTS: 0.258 / 0.658 / 358 / 0.548 / 0.580
global route: 0.258 / 0.367 / 358 / 0.570 / 0.598
finish: 0.258 / 0.667 / 358 / 0.543 / 0.570
Power and IR drop assume default switching activity.
